==> flow/design.v <==
module memFifo  (
  input wire clk,
  input wire rst,
  input wire read_enable,
  input wire write_enable,
  input reg read_data,
  output wire data_out
);
  parameter DATA_WIDTH = 32;   
  parameter FIFO_DEPTH = 16;  
  reg [DATA_WIDTH-1:0] fifo [0:FIFO_DEPTH-1];
  reg [DATA_WIDTH-1:0] register_out;
  reg [FIFO_DEPTH-1:0] write_ptr;
  always @(posedge clk) begin
    if (rst) begin
      write_ptr <= 0;
    end 
    else if (read_enable) begin
      fifo[write_ptr] <= read_data;   
      write_ptr <= write_ptr + 1;
    end
  end
  always @(posedge clk) begin
    if (rst) begin
      read_ptr <= 0;
      register_out <= 0;
    end else if (read_enable) begin
       register_out <= fifo[read_ptr];
       read_ptr <= read_ptr + 1;
    end
  end
  assign data_out = register_out;
endmodule
==> flow/run.sh <==
#!/bin/bash
# OpenROAD 26Q1-2900-gdf79404cd8, Yosys 0.63+post, stock flow scripts
make -C /OpenROAD-flow-scripts/flow DESIGN_CONFIG=/design/flow/config.mk WORK_HOME=/design/flow/orfs finish
==> flow/config.mk <==
export PLATFORM = sky130hd
export DESIGN_NAME = memFifo
export DESIGN_NICKNAME = memFifo
export VERILOG_FILES = /design/flow/design.v
export SDC_FILE = /design/flow/constraint.sdc
export NUM_CORES = 4
export LEC_CHECK = 1
export CORE_AREA = 10 10 70 70
export DIE_AREA = 0 0 80 80
==> flow/constraint.sdc <==
current_design memFifo

set clk_period 2.0
set clk_io_pct 0.2

create_clock -name clk0 -period $clk_period [get_ports {clk}]

set non_clock_inputs [all_inputs -no_clocks]
set_input_delay [expr $clk_period * $clk_io_pct] -clock clk0 $non_clock_inputs
set_output_delay [expr $clk_period * $clk_io_pct] -clock clk0 [all_outputs]
==> summary.txt <==
Reports from this run.

- The final worst clock skew is 0.00260 ns.
- The DRC violation total left in the routed layout is recorded as 0.
- The number of cells upsized or downsized after cts reads 0.
- The number of detailed-routing iterations run before antenna repair is 2.
- The post-layout total power is 0.347 mW.
- The height of the chip is 80 um.
- The flow ran to the end, and the final reports show no timing, DRC or antenna violations.
- The routed layout has 249 vias.
- The CTS clock-pin slew for the worst setup and hold paths reads 0.05 ns.
- Total power normalized to cell area comes to 692 nW/um^2.
- The number of antenna violations at the first check in global routing reads 0.
- The global-route wire length before repair is 1080 um.
- The capturing element type of the critical path reads an output port.
- Dividing the detail-routed wire length by the instance count gives 7.61 um.
- The beginning of the worst register-to-register path reads write_ptr[0].
- The cell at the root of the clock tree is sky130_fd_sc_hd__clkbuf_4.
- The number of antenna-violating nets in the routed design is 0.
- The total count of hold-check failures in the final report reads 0.
- The number of maximum-capacitance violations reads 0.
- The Yosys chip area is 383 um^2.
- The post-route clock period utilization reads 71.4%.
- After synthesis, flip-flops and latches occupy 47.1% of the total area.
- The overall routed net length reads 662 um.
- Across every metal layer, demand over resource in global routing totals 2.16%.
- The normalized max-slew margin is 85.2%.
- The number of buffers added by the clock tree synthesis step reads 3.
- The starting DRC count in detailed routing is 9.
- Counting every instance in the synthesized netlist gives 34.
- The timing-limited maximum frequency reads 0.700 GHz.
- Buffers placed on the I/O ports in this run total 4.
- The timing report notes that buffer and inverter cells on the critical path total 1.
- The clock net sink count reads 8.
- The final tally of setup violations is 0.
- The sum of overflow across all layers after global routing reads 0.
- At the later pin of the worst-skew pair, clock insertion delay measures 0.25 ns.
- Setup repair after global routing left no endpoint under its margin.
- The largest net degree at the start of global routing reads 8.
- The placer congestion estimate reads 0.717.
- For this design the static power due to leakage is 0.185 nW.
- The average size of a mapped cell is 11.3 um^2.
- The count of warnings emitted by yosys reads 4.
- The end of the worst register-to-register path reads write_ptr[1].
- The critical path class reads flop to output port.
- Per the repair_timing log after CTS, setup buffers inserted total 0.
- The H-tree level count reads 1.
- The gate family responsible for the most delay along the worst path is buffers and inverters.
- The worst voltage drop across the vdd grid is 168 uV.
- The number of placement rows reads 21.
- The synthesized flop and latch total is 8.
- The final HPWL from detailed placement reads 492 um.
- The synthesized area is 383 um^2.
- In the hold timing report, the worst path depth is 2.
- For reference, the critical path cell chain is clkdlybuf4s50_1.
- The launch point of the worst min-delay path is recorded as register_out[0].
- The fraction of the core area occupied by cells at floorplan reads 11.2%.
- The number of primary I/O pins reads 6.
- The number of unique standard cell types used by synthesis is 18.
- The startpoint kind of the worst setup timing path is a flop.
- The depth of the worst register-to-register path reads 4.
- The maximum single-stage delay on the critical path reads 0.46 ns.
- TritonCTS built the clock tree.
- The maximum count of clock buffers along a single path reads 2.
- The antenna cell count reads 0.
- The overall die size recorded for this design is 6400 um^2.
- Along the worst path, the maximum fanout reaches 2.
- On the critical path the data arrives at 1.03 ns.
- The post-synthesis cell count from yosys is 34.
- The slowest stage of the critical path belongs to the cell sky130_fd_sc_hd__clkdlybuf4s50_1.
- The chip width is 80 um.
- The ratio of cells with drive above 1 in the final layout reads 17.1%.
- OpenROAD emitted warnings numbering 28.
- The final max-slew violation count reads 0.
- The worst min-delay path class is flop to flop.
- The placeable core region reads 3420 um^2.
- For flop-to-flop paths, the worst setup slack is 0.91 ns.
- The via count of the first global-routing pass reads 245.
- The flow measured a signed area growth from synthesis to layout of 31.0%.
- The transition time at the pin with the least slew margin is 0.222 ns.
- The final critical-path required period reads 1.43 ns.
- The summed negative setup slack over all endpoints reads 0 ns.
- After detailed routing, the number of vias per cell comes to 2.86.
- The number of gates on the worst path with buffers counted reads 1.
- The end point of the most critical hold path reads register_out[0].
- The worst endpoint required time reads 1.60 ns.
- The total of hold buffers inserted after clock tree synthesis reads 0.
-- flip-flops by register name, indices dropped and copies added, names as in the netlist --
| signal | cells |
|---|---|
| fifo | 2 |
| read_ptr | 1 |
| write_ptr | 4 |
| register_out | 1 |
-- per-stage QoR --
stage	std cells	hold slack (ns)	area [um^2]	util [%]	worst slack (ns)
2_1_floorplan	34	0.464	383	-	0.810
3_3_place_gp	84	0.492	479	14.0	0.324
3_5_place_dp	84	0.503	479	14.0	0.315
4_1_cts	87	0.526	502	14.7	0.548
5_1_grt	87	0.547	502	14.7	0.513
6_report	87	0.523	502	14.7	0.572
-- report_power, final --
| part | leakage [nW] | internal (mW) | switching (mW) | total [mW] |
|---|---|---|---|---|
| Clock | 0.0138 | 0.0684 | 0.0514 | 0.120 |
| Sequential | 0.0676 | 0.176 | 0.00854 | 0.184 |
| Combinational | 0.104 | 0.0249 | 0.0179 | 0.0428 |
-- metal layers --
layer | up-vias | global-route usage, % | part of all wire (%)
met5 | - | 0 | 0
met4 | 0 | 0.176 | 0
met3 | 0 | 2.05 | 11
met2 | 5 | 2.89 | 41
met1 | 114 | 2.56 | 47
li1 | 130 | - | -
-- worst max path at each step --
stage          startpoint        to  slack, ns
4_1_cts   register_out[0]  data_out       0.55
6_report  register_out[0]  data_out       0.57
5_1_grt   register_out[0]  data_out       0.51
-- placed cells by master, fill, tap and decap left out, drive strengths merged --
| cell | Yosys | layout |
|---|---|---|
| nor2 | 5 | 5 |
| a211oi | 1 | 1 |
| nand3b | 1 | 1 |
| inv | 2 | 2 |
| buf | 2 | 2 |
| and2 | 2 | 2 |
| mux2i | 2 | 2 |
| clkbuf | 0 | 3 |
| ha | 3 | 3 |
| nand4 | 1 | 1 |
| edfxtp | 2 | 2 |
| a21oi | 1 | 1 |
| xnor2 | 2 | 2 |
| dfxtp | 6 | 6 |
| clkdlybuf4s50 | 0 | 4 |
| a21bo | 1 | 1 |
| nor2b | 1 | 1 |
| mux2 | 1 | 1 |
| nor4b | 1 | 1 |
-- cells in the mapped netlist --
cell type                  number  area, um^2
sky130_fd_sc_hd__mux2i_1        2        20.0
sky130_fd_sc_hd__buf_2          1        5.00
sky130_fd_sc_hd__dfxtp_1        6         120
sky130_fd_sc_hd__mux2_4         1        15.0
sky130_fd_sc_hd__a211oi_1       1        7.51
sky130_fd_sc_hd__a21oi_1        1        5.00
sky130_fd_sc_hd__edfxtp_1       2        60.1
sky130_fd_sc_hd__a21bo_1        1        10.0
sky130_fd_sc_hd__buf_6          1        11.3
sky130_fd_sc_hd__nand4_1        1        6.26
sky130_fd_sc_hd__ha_1           3        37.5
sky130_fd_sc_hd__xnor2_1        2        17.5
sky130_fd_sc_hd__and2_1         2        12.5
sky130_fd_sc_hd__nand3b_1       1        7.51
sky130_fd_sc_hd__nor4b_2        1        15.0
sky130_fd_sc_hd__nor2b_1        1        6.26
sky130_fd_sc_hd__inv_1          2        7.51
sky130_fd_sc_hd__nor2_1         5        18.8
-- final cells by class --
cell class | count | area (um^2)
Fill cell | 395 | 2910
Sequential cell | 8 | 180
Multi-Input combinational cell | 22 | 179
Tap cell | 46 | 57.6
Timing Repair Buffer | 6 | 55.1
Clock buffer | 3 | 22.5
Inverter | 2 | 7.51
-- cell families after synthesis --
| group | synth area share [%] |
|---|---|
| compound gates | 5.88 |
| xor+xnor | 4.58 |
| fa+ha+maj | 9.80 |
| buf+inv | 6.21 |
| flops | 47.1 |
| mux | 9.15 |
| simple gates | 17.3 |
Power figures rest on the tool's default switching activity, not on a simulated workload.

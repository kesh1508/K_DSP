===== flow/design.v =====
module kernel_lroperator (
	input  [0:2] address_width,
	input  [0:2] address_depth,
	input clk,
	output reg [0:2] rkaddress_width,
	output reg [0:2] rkaddress_depth,
	output reg [0:2] lkaddress_width,
	output reg [0:2] lkaddress_depth,
	output reg [0:2] ckaddress_width,
	output reg [0:2] ckaddress_depth,
	output reg [0:2] bladdress_width,
        output reg [0:2] bladdress_depth,
        output reg [0:2] braddress_width,
        output reg [0:2] braddress_depth,
	output reg [0:2] tkaddress_width,
        output reg [0:2] tkaddress_depth,
        output reg [0:2] bkaddress_width,
        output reg [0:2] bkaddress_depth,
	output reg [0:2] tladdress_width,
        output reg [0:2] tladdress_depth,
        output reg [0:2] traddress_width,
        output reg [0:2] traddress_depth
);
   	always @(posedge clk) begin
		rkaddress_width <= address_width + 1;
		rkaddress_depth <= address_depth;
		lkaddress_width <= address_width - 1;
		lkaddress_depth <= address_depth;
		ckaddress_width <= address_width;
		ckaddress_depth <= address_depth;
		bladdress_width <= address_width - 1;
                bladdress_depth <= address_depth + 1;
                braddress_width <= address_width + 1;
                braddress_depth <= address_depth + 1;
		tkaddress_width <= address_width;
                tkaddress_depth <= address_depth - 1;
                bkaddress_width <= address_width;
                bkaddress_depth <= address_depth + 1;
		tladdress_width <= address_width - 1;
                tladdress_depth <= address_depth - 1;
                traddress_width <= address_width + 1;
                traddress_depth <= address_depth - 1;
	end 
	endmodule

===== flow/run.sh =====
#!/bin/bash
# OpenROAD 26Q1-2900-gdf79404cd8, Yosys 0.63+post, stock flow scripts
make -C /OpenROAD-flow-scripts/flow DESIGN_CONFIG=/design/flow/config.mk WORK_HOME=/design/flow/orfs finish

===== flow/config.mk =====
export PLATFORM = sky130hd
export DESIGN_NAME = kernel_lroperator
export DESIGN_NICKNAME = kernel_lroperator
export VERILOG_FILES = /design/flow/design.v
export SDC_FILE = /design/flow/constraint.sdc
export NUM_CORES = 4
export LEC_CHECK = 1
export CORE_AREA = 10 10 70 70
export DIE_AREA = 0 0 80 80

===== flow/constraint.sdc =====
current_design kernel_lroperator

set clk_period 1.0
set clk_io_pct 0.2

create_clock -name clk0 -period $clk_period [get_ports {clk}]

set non_clock_inputs [all_inputs -no_clocks]
set_input_delay [expr $clk_period * $clk_io_pct] -clock clk0 $non_clock_inputs
set_output_delay [expr $clk_period * $clk_io_pct] -clock clk0 [all_outputs]

==> impl_metrics.env <==
# flow metrics
export IMPL_finalClockPeriodUsage_pct=104.0
export IMPL_hold_slack_ns=0.4153
export IMPL_clk_pin_slew_worst_paths_ns=0.09
export IMPL_worst_slack_ns=-0.03978
export IMPL_first_pass_iters=2
export IMPL_grt_overflow_total=0
export IMPL_worst_endpoint_required_ns=0.80
export IMPL_drc=0
export IMPL_post_dp_cell_area_mm2=0.001086
export IMPL_dpl_cell_count=136
export IMPL_top_cell_area_share_pct=44.91
export IMPL_tritoncts="built"
export IMPL_p_int_w=0.001121
export IMPL_via_per_inst=3.145
export IMPL_synth_area_per_cell_um2=10.49
export IMPL_fp_util_pct=20.88
export IMPL_dp_hpwl_um=1486
export IMPL_top_cells_by_count="buf_4 (38), dfxtp_1 (16), inv_1 (6)"
export IMPL_port_buffers=60
export IMPL_edf_count=0
export IMPL_synthFlopType="dfxtp_1"
export IMPL_crit_cells=2
export IMPL_setup_violations=13
export IMPL_yosys_warnings=1
export IMPL_crit_buf_inv=2
export IMPL_vdd_drop_max_v=0.0009195
export IMPL_combPwrFrac_pct=18.7
export IMPL_crit_slowest_cell="dfxtp_2"
export IMPL_endpoint_kind="output port"
export IMPL_syn2layout_area_growth_pct=41.58
export IMPL_grt_max_degree=10
export IMPL_cts_sinks=16
export IMPL_coreArea_mm2=0.003416
export IMPL_io_pins=61
export IMPL_die_size_y_um=80
export IMPL_drt_initial_drc_count=4
export IMPL_synth_cell_types=5
export IMPL_die_area_mm2=0.006400
export IMPL_ys_seq_share_pct=44.91
export IMPL_hold_class="input port to register"
export IMPL_fin_crit_ns=1.040
export IMPL_first_global_vias=529
export IMPL_arrival_ns=0.84
export IMPL_cts_buffers=3
export IMPL_leakagePower_nw=0.5342
export IMPL_worstMarginPinSlew_ns=0.1364
export IMPL_async_reset_ff_share_pct=0
export IMPL_synth_top_cell_by_area="dfxtp_1"
export IMPL_violations="setup timing"
export IMPL_grt_first_pass_wirelength_um=2677
export IMPL_max_stage_delay_ns=0.33
export IMPL_critPathLaunchType="register"
export IMPL_netlist_area_um2=713.2
export IMPL_p_per_area_mw_per_mm2=1404
export IMPL_final_cells=145
export IMPL_synth_area_top_cells="dfxtp_1 (45%), buf_4 (40%), ha_1 (7.0%)"
export IMPL_clockBufferDepth=2
export IMPL_fmax_mhz=961.7
export IMPL_gp_congestion=0.6978
export IMPL_ys_cells=68
export IMPL_clock_power_share_pct=29.5
export IMPL_drive_above_1_share_pct=79.80
export IMPL_min_path_cells=1
export IMPL_htree_levels=1
export IMPL_warning_count=29
export IMPL_netlist_instances=68
export IMPL_hold_viol_final=0
export IMPL_routed_wl_um=1752
export IMPL_rsz0062_at_grt="yes"
export IMPL_num_antenna_cells=0
export IMPL_crit_chain="buf_6, buf_2"
export IMPL_p_sw_share_pct=20.93
export IMPL_cp_top_family="flip-flops"
export IMPL_num_rows=21
export IMPL_fp_dieW_um=80
export IMPL_power_total_w=0.001418
export IMPL_slew_headroom_pct=90.88
export IMPL_synth_top_cell_by_count="buf_4"
export IMPL_path_max_fanout=5
export IMPL_ys_area_um2=713.2
export IMPL_maxCapViolations=0
export IMPL_ys_flops=16
export IMPL_finalMaxSlewViolations=0
export IMPL_wl_per_cell_um=12.08
export IMPL_antenna_found_initial=0
export IMPL_status="complete, but fails checks"
export IMPL_final_cell_area_mm2=0.001010
export IMPL_grt_use_total_pct=5.153
export IMPL_clock_root_buffer="clkbuf_4"
export IMPL_vias=456
export IMPL_switchingPower_w=0.0002966
export IMPL_ant_nets=0
export IMPL_seqPwrFrac_pct=51.8
export IMPL_path_class="register to output port"
## logic make-up after synthesis
logic type | Yosys count | share of synthesized area [%]
xor+xnor | 4 | 4.912
flops | 16 | 44.91
fa+ha+maj | 4 | 7.018
buf+inv | 44 | 43.16
## path summary, 6_finish.rpt
| path | startpoint | to | slack [ns] |
|---|---|---|---|
| max | tladdress_depth[2] | bladdress_depth[2] | -0.04 |
| min | address_depth[1] | ckaddress_depth[1] | 0.42 |
## final cells by class
type | instances | area, µm²
multi-input cells | 8 | 85.08
flip-flops and latches | 16 | 340.3
well taps | 46 | 57.56
inverters | 6 | 22.52
clock buffers | 4 | 36.28
fillers | 367 | 2406
repair buffers | 65 | 467.9
## routing by layer
layer	wire [µm]	global-route usage [%]	up-vias	share of wire [%]
met2	785	8.186	33	45
li1	-	-	224	-
met5	0	0	-	0
met4	0	0.3521	0	0
met1	654	5.498	199	37
met3	312	4.091	0	18
## power groups by stage
stage         sequential [W]  combinational, W  clock, W
CTS                 0.000733          0.000302  0.000444
global route        0.000747          0.000301  0.000479
finish              0.000734          0.000265  0.000418
## state kept, by name, summed over array words and instances, names as in the netlist
| register | count |
|---|---|
| tladdress_depth | 3 |
| bkaddress_width | 3 |
| ckaddress_depth | 3 |
| lkaddress_width | 2 |
| bkaddress_depth | 2 |
| traddress_width | 3 |
## placed cells by master (no fill, tap or decap), drive strengths merged
cell type / netlist / routed
buf: 38 / 56
xor2: 4 / 4
clkbuf: 0 / 7
inv: 6 / 6
clkdlybuf4s50: 0 / 6
dfxtp: 16 / 16
ha: 4 / 4
## stage by stage
stage	setup TNS (ns)	setup WS, ns	util (%)
global placement	-2.678	-0.2590	31.79
detailed placement	-3.182	-0.2621	31.79
CTS	-0.8716	-0.06027	30.59
finish	-0.3516	-0.03978	29.56
global route	-1.106	-0.09405	29.56
floorplan	0	0.3194	-
## timing repair
| item | CTS | global route |
|---|---|---|
| gates resized | 193 | 5 |
| buffers inserted | 7 | 0 |
| endpoints found under the hold margin | 0 | 0 |
| setup endpoints to repair | 54 | 24 |
| hold buffers | 0 | 0 |
Power and IR drop assume default switching activity.

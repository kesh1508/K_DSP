===== constraint.sdc =====
current_design fifoMem

set clk_period 1.2
set clk_io_pct 0.2

create_clock -name clk0 -period $clk_period [get_ports {clk}]

set non_clock_inputs [all_inputs -no_clocks]
set_input_delay [expr $clk_period * $clk_io_pct] -clock clk0 $non_clock_inputs
set_output_delay [expr $clk_period * $clk_io_pct] -clock clk0 [all_outputs]

===== config.mk =====
export PLATFORM = sky130hd
export DESIGN_NAME = fifoMem
export DESIGN_NICKNAME = fifoMem
export VERILOG_FILES = /design/flow/design.v
export SDC_FILE = /design/flow/constraint.sdc
export NUM_CORES = 4
export LEC_CHECK = 1
export CORE_AREA = 10 10 70 70
export DIE_AREA = 0 0 80 80

===== design.v =====
module fifoMem  (
  input wire clk,
  input wire rst,
  input wire read_enable,
  input wire write_enable,
  input reg read_data,
  output wire data_out
);
  parameter DATA_WIDTH = 32;   
  parameter FIFO_DEPTH = 16;  
  reg [DATA_WIDTH-1:0] fifo [0:FIFO_DEPTH-1];
  reg [DATA_WIDTH-1:0] register_out;
  reg [FIFO_DEPTH-1:0] write_ptr;
  always @(posedge clk) begin
    if (rst) begin
      write_ptr <= 0;
    end 
    else if (read_enable) begin
      fifo[write_ptr] <= read_data;   
      write_ptr <= write_ptr + 1;
    end
  end
  always @(posedge clk) begin
    if (rst) begin
      read_ptr <= 0;
      register_out <= 0;
    end else if (read_enable) begin
       register_out <= fifo[read_ptr];
       read_ptr <= read_ptr + 1;
    end
  end
  assign data_out = register_out;
endmodule

===== run.sh =====
#!/bin/bash
# OpenROAD 26Q1-2900-gdf79404cd8, Yosys 0.63+post, stock flow scripts
make -C /OpenROAD-flow-scripts/flow DESIGN_CONFIG=/design/flow/config.mk WORK_HOME=/design/flow/orfs finish

==> impl_metrics.ini <==
; physical design summary
[outcome]
run_status = complete, no violations

[floorplanning]
io_pins = 6
initial_core_util = 0.1121
rows = 21
die_w_microns = 80
chipHeight_microns = 80
core_area_sq_mm = 0.003416
die_area_sq_mm = 0.006400

[power]
combPwrFrac = 0.125
intPower_mw = 0.4528
ir_worst_vdd_uv = 214.1
seq_power_share = 0.525
p_clk_frac = 0.350
p_switching_mw = 0.1329
p_per_area_mw_per_mm2 = 1109
p_leak_nw = 0.2130
swShare = 0.2269
total_power_mw = 0.5856

[routing]
ant_nets = 0
routed_wl_microns = 598
vias = 254
drtIter0Drc = 5
vias_per_cell = 2.854
first_pass_iters = 2
antenna_cells = 0
wl_per_cell_microns = 6.719
drc = 0

[hold_path]
hold_class = in2reg
holdPathStages = 3

[synth]
postSynth.asyncResetShare = 0
avgSynthCellArea_sq_um = 11.26
ys_seq_share = 0.4706
yosys_cells = 34
synth.cell_area_sq_um = 382.9
area_leaders = dfxtp_1, edfxtp_1, ha_1
yosysMostFrequentCell = dfxtp_1
ys.flops = 8
yosys-stat-area_sq_um = 382.9
syn_inst = 34
yosysUniqueCellTypes = 18
synth-edff-count = 2
top_area_frac = 0.3137
yosys_warnings = 4
top_area_cell = dfxtp_1
common_cells = dfxtp_1, nor2_1, ha_1
synth_top_flop_cell = dfxtp_1

[layout]
layout-drive-gt1-share = 0.2326
fillers = 389
syn_to_final_growth_pct = 37.91
final_area_sq_um = 528.0
postLayoutCoreUtil = 0.1546

[global_route]
grt_pass1_wl_microns = 952
grt_usage = 0.02027
gr-usage-met3 = 0.02500
antenna_found_initial = 0
overflow = 0
grt_pass1_vias = 220
grtUsageMet1 = 0.02165
grt_max_degree = 8
top_usage_layer = met2
grt_use_met2 = 0.02568

[placement]
place_congestion = 0.6966
dpl.hpwl_microns = 470.3
io_buffers = 4
placed_area_sq_um = 494.2

[setup_path]
end_kind = flop
cp-start-kind = input port
worstPathMaxFanout = 2
cp.arrival_ns = 1.10
critPathRequiredTime_ns = 1.17
critPathKind = in2reg
reg2regPathDepth = 2

[timing]
setup_violations = 0
rsz0062_at_grt = no
slew_viol_final = 0
hold_ws_ns = 0.3536
clock.fmax_ghz = 0.8843
slew_headroom = 0.8706
finalCritPeriodShare = 0.9424
finalHoldViolCount = 0
period_minus_slack_ns = 1.131
setup_tns_ns = 0
tightest_slew_ns = 0.1933
clock_skew_ns = 0.004675

[job]
warnings = 28
cap_viol_max_count = 0

[clock_tree]
cts_buffer_depth = 2
htreeDepth = 1
cts_tree = built
path_clk_slew_ns = 0.05
clock_sinks = 8
cts_made_buffers = 3
clock_latency_ns = 0.25
cts_root_buf = clkbuf_4
-- cell usage in the layout (no fill, tap or decap) --
| master | synthesis | routed |
|---|---|---|
| dfxtp_1 | 6 | 5 |
| a21oi_1 | 1 | 1 |
| a211oi_1 | 1 | 1 |
| nand3b_1 | 1 | 1 |
| ha_1 | 3 | 3 |
| dlymetal6s2s_1 | 0 | 1 |
| mux2i_1 | 2 | 2 |
| inv_1 | 2 | 2 |
| nor2_1 | 5 | 5 |
| a21bo_1 | 1 | 1 |
| xnor2_1 | 2 | 2 |
| dlygate4sd2_1 | 0 | 1 |
| nor4b_4 | 0 | 1 |
| mux2_4 | 1 | 1 |
| buf_4 | 0 | 4 |
| clkdlybuf4s50_1 | 0 | 2 |
| clkbuf_4 | 0 | 3 |
| nand4_1 | 1 | 1 |
| nor2b_1 | 1 | 1 |
| edfxtp_1 | 2 | 2 |
| dfxtp_2 | 0 | 1 |
| and2_1 | 2 | 2 |
-- cell families (layout without fill, tap and decap cells) --
group	count (synthesis)	after routing	synth area share
xor+xnor	2	2	0.04576
compound gates	3	3	0.05882
fa+ha+maj	3	3	0.09805
buf+inv	4	13	0.06208
mux	3	3	0.09149
simple gates	11	11	0.1732
flops	8	8	0.4706
-- through the flow --
step	setup WS (ns)	cells
floorplan	0.1695	34
global placement	-0.2391	86
detailed placement	-0.2324	86
CTS	0.03727	89
global route	0.02288	89
finish	0.06913	89
-- per-layer routing --
metal,share of wire,up-vias
met3,0.15,0
met2,0.44,7
met4,0,0
li1,-,133
met1,0.40,114
met5,0,-
-- registers in the layout (all words and copies together), names as in the netlist --
register	count
write_ptr	4
fifo	2
read_ptr	1
register_out	1
-- layout make-up --
cell class	instances	area, sq um	area share
inverters	2	7.507	0.01422
repair buffers	8	71.32	0.1351
flip-flops and latches	8	181.4	0.3436
multi-input cells	22	187.7	0.3555
clock buffers	3	22.52	0.04265
well taps	46	57.56	0.1090
-- worst max-delay path, cell delays in order --
cell and delay [ns]:
clkdlybuf4s50_1 0.47, nor4b_4 0.23, and2_1 0.16
-- final timing paths --
kind | from | end | slack, ns
worst max-delay path | rst | fifo[0][0] | 0.07
worst min-delay path | read_enable | register_out[0] | 0.35
worst max register to register | write_ptr[3] | fifo[0][0] | 0.14
worst min register to register | register_out[0] | register_out[0] | 0.49
-- power groups by stage --
stage / Combinational, mW / Sequential, mW / Clock, mW
4_1_cts: 0.0725 / 0.307 / 0.217
5_1_grt: 0.0852 / 0.308 / 0.235
6_report: 0.0733 / 0.307 / 0.205
-- repair_timing --
| item | 4_1_cts | 5_1_grt |
|---|---|---|
| buffers inserted | 0 | 0 |
| gates resized | 2 | 2 |
| hold buffers | 0 | 0 |
| endpoints found under the hold margin | 0 | 0 |
| setup endpoints to repair | 1 | 2 |
Power figures rest on the tool's default switching activity, not on a simulated workload.
